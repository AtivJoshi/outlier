===== design/flow/config.mk =====
export PLATFORM = sky130hd
export DESIGN_NAME = inverse
export DESIGN_NICKNAME = inverse
export VERILOG_FILES = /design/flow/design.v
export SDC_FILE = /design/flow/constraint.sdc
export NUM_CORES = 4
export LEC_CHECK = 1
export CORE_UTILIZATION = 30

===== design/flow/constraint.sdc =====
current_design inverse

set clk_period 36.7
set clk_io_pct 0.2

create_clock -name clk0 -period $clk_period [get_ports {clk}]

set non_clock_inputs [all_inputs -no_clocks]
set_input_delay [expr $clk_period * $clk_io_pct] -clock clk0 $non_clock_inputs
set_output_delay [expr $clk_period * $clk_io_pct] -clock clk0 [all_outputs]

===== design/flow/design.v =====
`timescale 1ns / 1ps
module inverse(clk, reset, D, X);
	input [63:0] D;
	output reg signed [31:0] X;
	input clk ,reset;
	reg signed [95:0] temp1; 
	wire signed [95:0] two_cons; 
	reg signed [95:0] temp2; 
	reg signed [127:0] temp3; 
	assign two_cons = 96'b0000_0000_0000_0000_0000_0000_0000_0000_0000_0000_0000_0000_0000_0000_0000_0010_0000_0000_0000_0000_0000_0000_0000_0000;
	always @(posedge clk)
	begin
		 if (reset==1'b1)
			 X <= 32'b0000_0000_0000_0000_0000_0000_0100_0000;
		 else
			 X <= temp3[63:32];
	end
	always @(*)
	begin
		temp1 = D*X;  
		temp2 = two_cons - temp1;  
		temp3 = X*temp2;  
	end
endmodule

===== design/flow/run.sh =====
#!/bin/bash
# OpenROAD 26Q1-2900-gdf79404cd8, Yosys 0.63+post, stock flow scripts
make -C /OpenROAD-flow-scripts/flow DESIGN_CONFIG=/design/flow/config.mk WORK_HOME=/design/flow/orfs finish

==> flow_metrics.tcl <==
# flow metrics
set metrics [dict create \
    fp.coreArea_sq_mm 0.304 \
    rsz0062_at_grt "no" \
    clockBufferDepth 2 \
    grt_max_degree 93 \
    layout-drive-gt1-share_pct 3.20 \
    largestRegisters "X: 32 flops" \
    port_buffers 97 \
    worst_pin_slew_ns 0.844 \
    grt_pass1_vias 70500 \
    cts_tree "yes" \
    enable_flop_cells 0 \
    wl_mm 267 \
    dp_hpwl_mm 207 \
    endpoint_kind "flop" \
    setup_viol 0 \
    ys_types 69 \
    path_common_cell "fa_1" \
    maxSlewHeadroom_pct 43.3 \
    crit_type "in2reg" \
    ys.warnings.count 1 \
    required_ns 36.93 \
    grt.total_usage_pct 19.3 \
    ys_cells 9572 \
    cp_max_fo 32 \
    fin_crit_ns 23.23 \
    grt_overflow_total 0 \
    outcome "complete, no violations" \
    hold_ws_ns 1.29 \
    finalNonFillerCells 13300 \
    tool_warnings 25 \
    synthCells 9572 \
    arrival_ns 23.46 \
    regMostFlops "X" \
    cts_buffers 5 \
    fin_crit_sh_pct 63.3 \
    grt_pass1_wl_mm 428 \
    drtIter0Drc 2242 \
    die.size.y_um 555 \
    worst_setup_path_start_kind "input port" \
    ios 98 \
    cts_root_buffer "clkbuf_16" \
    ys_seq_share_pct 0.698 \
    skew_ns 0.0118 \
    die_w_um 555 \
    insertion_delay_ns 0.30 \
    drt_pass1_iterations 5 \
    final_hold_viol_count 0 \
    drv_slew 0 \
    areaGrowthSynthToFinish_pct 6.30 \
    largest_register_ff_count 32 \
    filler_cell_count 31100 \
    dp.cells 13300 \
    cp_slowest_cell "o31ai_1" \
    vias 61500 \
    postSynthAreaPerCell_sq_um 9.59 \
    fp_util_pct 30.2 \
    hold_path_class "reg2reg" \
    cts_setup_buffers 0 \
    final_core_util_pct 32.1 \
    via_per_inst 4.61 \
    post_drt_wl_per_cell_um 20.0 \
    cts_hold_buffers 0 \
    place_congestion 0.952 \
    grt_antenna_before_repair 15 \
    slowest_delay_ns 0.66 \
    synthesis.area_sq_mm 0.0918 \
    die-area_sq_mm 0.308 \
    cts_repair_resize_count 0 \
    num_rows 202 \
    async_flop_share_pct 0 \
    clk_pin_slew_ns 0.06 \
    ys.flop_type "dfxtp_1" \
    maxCapViolations 0 \
    clock-sinks 32 \
    ant_nets 0 \
    fin_tns_setup_ns 0 \
    drc 0 \
    fmax_mhz 43.1 \
    htreeDepth 2 \
    yosys_area_sq_mm 0.0918 \
    ys.flops 32 \
]
[per-layer routing]
metal  routed length (um)  GRT usage [%]  up-vias
li1                     -              -    26500
met1               103000           24.9    32100
met2               123000           29.6     2603
met3                33700           10.2      338
met4                 6830           3.61       20
met5                  476           1.16        -
[layout by cell type, fill, tap and decap left out, types with 7 or more instances in the layout]
cell	netlist	layout
fa_1	2737	2737
inv_1	1966	1966
and2_1	1897	1897
nand2_1	1162	1162
ha_1	423	423
buf_4	0	194
xnor2_1	133	107
clkdlybuf4s50_1	0	96
nor2_1	81	80
a21oi_1	79	77
a21o_1	46	46
xor2_1	51	41
o21ai_0	39	39
nor2b_1	37	37
nand2b_1	33	33
and3_1	32	32
xnor2_2	2	28
dfxtp_4	0	26
nand3_1	24	24
o21a_1	15	15
nor3_1	15	15
nand4_1	15	15
a31oi_1	10	10
o31ai_1	9	9
xnor3_1	9	9
a211o_1	8	8
a211oi_1	8	8
xor2_2	0	8
or2_2	7	7
[cells in the mapped netlist, types with 6 or more instances]
| library cell | instances | area (sq um) |
|---|---|---|
| a31oi_1 | 10 | 62.6 |
| and3_1 | 32 | 200 |
| nor3_1 | 15 | 75.1 |
| a21o_1 | 46 | 345 |
| o211ai_1 | 6 | 45.0 |
| a21oi_1 | 79 | 395 |
| and2_1 | 1897 | 11900 |
| or2_2 | 7 | 43.8 |
| nand2b_1 | 33 | 206 |
| o21ai_0 | 39 | 195 |
| a2111oi_0 | 6 | 52.6 |
| fa_1 | 2737 | 54800 |
| buf_1 | 13 | 48.8 |
| o21a_1 | 15 | 113 |
| xor2_1 | 51 | 447 |
| o21ai_1 | 6 | 30.0 |
| a211o_1 | 8 | 70.1 |
| nor2b_1 | 37 | 231 |
| o31ai_1 | 9 | 67.6 |
| nand4_1 | 15 | 93.8 |
| inv_1 | 1966 | 7380 |
| a211oi_1 | 8 | 60.1 |
| nand2_1 | 1162 | 4360 |
| clkbuf_1 | 603 | 2260 |
| dfxtp_1 | 32 | 641 |
| nand3_1 | 24 | 120 |
| ha_1 | 423 | 5290 |
| nor2_1 | 81 | 304 |
| xnor3_1 | 9 | 203 |
| xnor2_1 | 133 | 1160 |
[critical path: cells and delay by family]
kind | cells | cell delay (ns)
adder cells (fa/ha/maj) | 18 | 8.28
AND-OR/OR-AND | 12 | 3.34
AND/OR/NAND/NOR | 8 | 1.70
buffers and inverters | 10 | 1.60
XOR/XNOR | 4 | 1.11
[worst paths after layout]
path	from	end	slack, ns	cells past startpoint
hold reg to reg	X[2]	X[31]	1.29	5
hold / removal	X[2]	X[31]	1.29	5
setup / recovery	D[10]	X[31]	13.47	52
setup reg to reg	X[7]	X[31]	19.91	50
[layout make-up]
class	instances	area [sq um]	area share (%)
antenna	2	5.00	0.00513
clock buffer	7	133	0.136
clock inverter	1	3.75	0.00385
inverter	1966	7380	7.56
multi-input combinational	6952	81700	83.8
sequential	32	746	0.764
tap	4080	5100	5.23
timing repair buffer	293	2460	2.52
[metrics by stage]
stage                     worst slack, ns  area (sq um)
final                               13.47         97600
after global routing                12.66         97600
after CTS                           13.47         97600
after detailed placement            13.21         97400
after global placement              13.12         97400
after floorplan                     15.41         91800
[kinds of logic after synthesis]
group,count (synthesis),synth area share [%]
AND-OR/OR-AND,272,1.98
XOR/XNOR,195,2.01
adder cells (fa/ha/maj),3160,65.5
buffers and inverters,2588,10.6
flip-flops,32,0.698
AND/OR/NAND/NOR,3325,19.3
